$ cat ./run.sh
#!/bin/bash
# OpenROAD 26Q1-2900-gdf79404cd8, Yosys 0.63+post, stock flow scripts
make -C /OpenROAD-flow-scripts/flow DESIGN_CONFIG=/design/flow/config.mk WORK_HOME=/design/flow/orfs finish
$ cat ./config.mk
export PLATFORM = sky130hd
export DESIGN_NAME = decoder_8b10b
export DESIGN_NICKNAME = decoder_8b10b
export VERILOG_FILES = /design/flow/design.v
export SDC_FILE = /design/flow/constraint.sdc
export NUM_CORES = 4
export LEC_CHECK = 1
export CORE_AREA = 10 10 109 109
export DIE_AREA = 0 0 119 119
$ cat ./constraint.sdc
current_design decoder_8b10b

set clk_period 1.5
set clk_io_pct 0.2

create_clock -name clk0 -period $clk_period [get_ports {RBYTECLK}]

set non_clock_inputs [all_inputs -no_clocks]
set_input_delay [expr $clk_period * $clk_io_pct] -clock clk0 $non_clock_inputs
set_output_delay [expr $clk_period * $clk_io_pct] -clock clk0 [all_outputs]
$ cat ./design.v
`default_nettype none
module 
picoblaze_template
#(
parameter clk_freq_in_hz = 25000000
) (
			output logic [7:0]	phoneme_select,
       input logic clk,
      input logic[7:0] input_data,
        input interrupt
			     );
wire[9:0]  address;
wire[17:0]  instruction;
wire[7:0]  port_id;
wire[7:0]  out_port;
reg[7:0]  in_port;
wire  write_strobe;
wire  read_strobe;
wire  interrupt_ack;
wire  kcpsm3_reset;
reg        lcd_rw_control;
reg[7:0]   lcd_output_data;
pacoblaze3 led_8seg_kcpsm
(
                  .address(address),
               .instruction(instruction),
                   .port_id(port_id),
              .write_strobe(write_strobe),
                  .out_port(out_port),
               .read_strobe(read_strobe),
                   .in_port(in_port),
                 .interrupt(interrupt),
             .interrupt_ack(interrupt_ack),
                     .reset(kcpsm3_reset),
                       .clk(clk));
 wire [19:0] raw_instruction;
	pacoblaze_instruction_memory 
	pacoblaze_instruction_memory_inst(
     	.addr(address),
	    .outdata(raw_instruction)
	);
	always @ (posedge clk)
	begin
	      instruction <= raw_instruction[17:0];
	end
    assign kcpsm3_reset = 0;                       
 always @ (posedge clk)
 begin
    case (port_id[7:0])
        8'h0:    in_port <= input_data;
        default: in_port <= 8'bx;
    endcase
end
  always @ (posedge clk)
  begin
        if (write_strobe & port_id[7])   
          phoneme_select <= out_port;
  end
endmodule
module decoder_8b10b (
   input reset,
   input RBYTECLK,
   input [9:0] tbi,
   output reg K_out,
   output reg [7:0] ebi,
   output reg coding_err = 1,
   output reg disparity,
   output disparity_err
  );
   wire feqg;
   wire   a,b,c,d,e,i,f,g,h,j;   
   assign {a,b,c,d,e,i,f,g,h,j} = tbi[9:0];
   wire 	AEQB, CEQD, P22, P13, P31;
   wire 	eeqi, c_d_e_i, cn_dn_en_in;
   wire 	P22_a_c_eeqi, P22_an_cn_eeqi;
   wire 	P22_b_c_eeqi, P22_bn_cn_eeqi, an_bn_en_in;
   wire 	a_b_e_i, P13_d_e_i, P13_in, P13_en, P31_i;
   wire 	OR12_1, OR12_2, OR12_3, OR12_4, OR12_5, OR12_6, OR12_7;
   wire 	A, B, C, D, E;
   wire  	K, F, G, H, K28p, KA, KB, KC;
   assign 	AEQB = (a & b) | (!a & !b) ;
   assign 	CEQD = (c & d) | (!c & !d) ;
   assign 	P22 = (a & b & !c & !d) | (c & d & !a & !b) | ( !AEQB & !CEQD) ;
   assign 	P13 = ( !AEQB & !c & !d) | ( !CEQD & !a & !b) ;
   assign 	P31 = ( !AEQB & c & d) | ( !CEQD & a & b) ;
   assign 	eeqi = (e == i);
   assign 	P22_a_c_eeqi   = P22 & a & c & eeqi;
   assign 	P22_an_cn_eeqi = P22 & !a & !c & eeqi;
   assign 	cn_dn_en_in = (!c & !d & !e & !i);
   assign 	c_d_e_i     = (c & d & e & i);
   assign 	KA = c_d_e_i | cn_dn_en_in;
   assign 	KB = P13 & (!e & i & g & h & j);
   assign 	KC = P31 & (e & !i & !g & !h & !j);
   assign 	K = KA | KB | KC;
   assign 	P22_b_c_eeqi   = P22 & b & c & eeqi;
   assign 	P22_bn_cn_eeqi = P22 & !b & !c & eeqi;
   assign 	an_bn_en_in    = !a & !b & !e & !i;
   assign 	a_b_e_i        = a & b & e & i;
   assign 	P13_d_e_i      = P13 & d & e & i;
   assign 	P13_in         = P13 & !i;
   assign 	P13_en         = P13 & !e;
   assign 	P31_i          = P31 & i;
   assign 	OR12_1 = P22_an_cn_eeqi | P13_en;
   assign 	OR12_2 = a_b_e_i | cn_dn_en_in | P31_i;
   assign 	OR12_3 = P31_i | P22_b_c_eeqi | P13_d_e_i;
   assign 	OR12_4 = P22_a_c_eeqi | P13_en;
   assign 	OR12_5 = P13_en | cn_dn_en_in | an_bn_en_in;
   assign 	OR12_6 = P22_an_cn_eeqi | P13_in;
   assign 	OR12_7 = P13_d_e_i | P22_bn_cn_eeqi;
   assign 	A = a ^ (OR12_7 | OR12_1 | OR12_2);
   assign 	B = b ^ (OR12_2 | OR12_3 | OR12_4);
   assign 	C = c ^ (OR12_1 | OR12_3 | OR12_5);
   assign 	D = d ^ (OR12_2 | OR12_4 | OR12_7);
   assign 	E = e ^ (OR12_5 | OR12_6 | OR12_7);
   assign 	K28p = ! (c | d | e | i) ;
   assign 	F = (j & !f & (h | !g | K28p)) | (f & !j & (!h | g | !K28p)) | (K28p & g & h) | (!K28p & !g & !h) ;
   assign 	G = (j & !f & (h | !g | !K28p)) | (f & !j & (!h | g |K28p)) | (!K28p & g & h) | (K28p & !g & !h) ;
   assign 	H = ((j ^ h) & ! ((!f & g & !h & j & !K28p) | (!f & g & h & !j & K28p) | 
				  (f & !g & !h & j & !K28p) | (f & !g & h & !j & K28p))) | (!f & g & h & j) | (f & !g & !h & !j) ;
   always @(posedge RBYTECLK or posedge reset)
     if (reset)
       begin
	  K_out <= 0; ebi[7:0] <= 8'b0; 
       end
     else 
       begin
	  K_out <= K; ebi[7:0] <= { H, G, F, E, D, C, B, A } ;
       end
   wire heqj, fghjP13, fghjP31, fghj22;
   wire DISPARITY6p, DISPARITY6n, DISPARITY4p, DISPARITY4n;
   wire DISPARITY6a, DISPARITY6b, DISPARITY6a2, DISPARITY6a0;
   assign 	feqg = (f & g) | (!f & !g); 
   assign 	heqj = (h & j) | (!h & !j);
   assign 	fghjP13 = ( !feqg & !h & !j) | ( !heqj & !f & !g) ;
   assign 	fghjP31 = ( (!feqg) & h & j) | ( !heqj & f & g) ;
   assign 	fghj22 = (f & g & !h & !j) | (!f & !g & h & j) | ( !feqg & !heqj) ;
   assign 	DISPARITY6p = (P31 & (e | i)) | (P22 & e & i) ;   
   assign 	DISPARITY6n = (P13 & ! (e & i)) | (P22 & !e & !i);
   assign 	DISPARITY4p = fghjP31 ;
   assign 	DISPARITY4n = fghjP13 ;
   assign 	DISPARITY6a  = P31 | (P22 & disparity);  
   assign 	DISPARITY6a2 = P31 & disparity;          
   assign 	DISPARITY6a0 = P13 & ! disparity;        
   assign 	DISPARITY6b = (e & i & ! DISPARITY6a0) | (DISPARITY6a & (e | i)) | DISPARITY6a2;
   wire 	derr1,derr2,derr3,derr4,derr5,derr6,derr7,derr8;
   assign derr1 = (disparity & DISPARITY6p) | (DISPARITY6n & !disparity);
   assign derr2 = (disparity & !DISPARITY6n & f & g);
   assign derr3 = (disparity & a & b & c);
   assign derr4 = (disparity & !DISPARITY6n & DISPARITY4p);
   assign derr5 = (!disparity & !DISPARITY6p & !f & !g);
   assign derr6 = (!disparity & !a & !b & !c);
   assign derr7 = (!disparity & !DISPARITY6p & DISPARITY4n);
   assign derr8 = (DISPARITY6p & DISPARITY4p) | (DISPARITY6n & DISPARITY4n);
   reg derr12=1, derr34=1, derr56=1, derr78=1;
   always @(posedge RBYTECLK or posedge reset)
     if (reset)
       begin
          disparity <= 1'b0;
          derr12 <= 1;
          derr34 <= 1;
          derr56 <= 1;
          derr78 <= 1;
       end
     else
       begin
	  disparity <= fghjP31 | (DISPARITY6b & fghj22) ;
          derr12 <= derr1 | derr2;
          derr34 <= derr3 | derr4;
          derr56 <= derr5 | derr6;
          derr78 <= derr7 | derr8;
       end
   assign disparity_err = derr12|derr34|derr56|derr78;
   wire cerr1, cerr2, cerr3, cerr4, cerr5, cerr6, cerr7, cerr8, cerr9;
   assign cerr1 = (a &  b &  c &  d) | (!a & !b & !c & !d);
   assign cerr2 = (P13 & !e & !i);
   assign cerr3 = (P31 & e & i);
   assign cerr4 = (f & g & h & j) | (!f & !g & !h & !j);
   assign cerr5 = (e & i & f & g & h) | (!e & !i & !f & !g & !h);
   assign cerr6 = (e & !i & g & h & j) | (!e & i & !g & !h & !j);
   assign cerr7 = (((e & i & !g & !h & !j) | (!e & !i & g & h & j)) & !((c & d & e) | (!c & !d & !e)));
   assign cerr8 = (!P31 & e & !i & !g & !h & !j);
   assign cerr9 = (!P13 & !e & i & g & h & j);
   reg 	  cerr;
   always @(posedge RBYTECLK or posedge reset)
     if (reset)
       cerr <= 0;
     else
       cerr <= cerr1|cerr2|cerr3|cerr4|cerr5|cerr6|cerr7|cerr8|cerr9;
   wire   zerr1, zerr2, zerr3;
   assign zerr1 = (DISPARITY6p & DISPARITY4p) | (DISPARITY6n & DISPARITY4n);
   assign zerr2 = (f & g & !h & !j & DISPARITY6p);
   assign zerr3 = (!f & !g & h & j & DISPARITY6n);
   reg 	  zerr;
   always @(posedge RBYTECLK or posedge reset)
     if (reset)
       zerr <= 0;
     else
       zerr <= zerr1|zerr2|zerr3;
   wire   xerr1, xerr2, xerr3, xerr4;
   reg 	  xerr;
   assign xerr1 = (a & b & c & !e & !i & ((!f & !g) | fghjP13));
   assign xerr2 =(!a & !b & !c & e & i & ((f & g) | fghjP31));
   assign xerr3 = (c & d & e & i & !f & !g & !h);
   assign xerr4 = (!c & !d & !e & !i & f & g & h);
   always @(posedge RBYTECLK or posedge reset)
     if (reset)
       xerr <= 0;
     else
       xerr <= xerr1|xerr2|xerr3|xerr4;
   always @(posedge RBYTECLK or posedge reset)
     if (reset) 
       coding_err <= 1'b1;
     else   
       coding_err <= cerr | zerr | xerr;
endmodule
==> report_table.html <==
<h2>Implementation results</h2>
<table>
<tr><th>Metric</th><th>Value</th></tr>
<tr><th colspan="2">Status</th></tr>
<tr><td>Status</td><td>finished, violations left</td></tr>
<tr><td>Violations in the final reports</td><td>setup timing</td></tr>
<tr><th colspan="2">Drt</th></tr>
<tr><td>Routed vias</td><td>about 1.7k</td></tr>
<tr><td>Number of antenna cells inserted</td><td>0</td></tr>
<tr><td>DRC violations left</td><td>0</td></tr>
<tr><td>Final routed wire length divided by cell count</td><td>12.19 um</td></tr>
<tr><td>Post-detailed-route count of antenna-violating nets</td><td>0</td></tr>
<tr><td>Detailed-router iteration count before antenna repair</td><td>4</td></tr>
<tr><td>Via density per instance</td><td>roughly 4.1</td></tr>
<tr><td>Routed Wire Length</td><td>4.972 mm</td></tr>
<tr><td>Number of DRC markers after the initial detailed-route iteration</td><td>around 50</td></tr>
<tr><th colspan="2">Synthesis</th></tr>
<tr><td>Proportion of synthesized flip-flops having asynchronous set or reset</td><td>1.000</td></tr>
<tr><td>Cell count listed in synth_stat.txt</td><td>~180</td></tr>
<tr><td>Cell area after technology mapping</td><td>1515 um2</td></tr>
<tr><td>Post-synth EDFFs</td><td>0</td></tr>
<tr><td>Register bit count reported by yosys</td><td>18</td></tr>
<tr><td>Distinct cell type count of the synthesized netlist</td><td>between 50 and 60</td></tr>
<tr><td>Synth warn</td><td>1</td></tr>
<tr><td>Average footprint of a synthesized cell</td><td>around 8.6 um2</td></tr>
<tr><td>Yosys stat area</td><td>~1500 um2</td></tr>
<tr><td>Cells after Synth</td><td>roughly 180</td></tr>
<tr><td>Sequential-to-total area share from yosys stat</td><td>0.3014</td></tr>
<tr><td>Dominant register cell</td><td>dfrtp_1</td></tr>
<tr><th colspan="2">Final timing</th></tr>
<tr><td>Worst-margin pin slew</td><td>between 0.3 and 0.4 ns</td></tr>
<tr><td>Post-route clock skew</td><td>slightly below 0.005 ns</td></tr>
<tr><td>Final-report max-slew violation count</td><td>0</td></tr>
<tr><td>Headroom to the max-slew limit</td><td>0.7663</td></tr>
<tr><td>Final critical-path setup slack</td><td>-0.06218 ns</td></tr>
<tr><td>Post-layout min period</td><td>roughly 1.6 ns</td></tr>
<tr><td>Final Hold Slack</td><td>roughly 0.36 ns</td></tr>
<tr><td>Portion of the clock cycle consumed by the worst path in the final layout</td><td>1.041</td></tr>
<tr><td>Maximum achievable frequency</td><td>roughly 0.64 GHz</td></tr>
<tr><td>Setup repair after global routing missed its margin</td><td>yes</td></tr>
<tr><td>Total setup violations reported at the end of the flow</td><td>6</td></tr>
<tr><td>Number of hold-slack violations in the final timing report</td><td>0</td></tr>
<tr><th colspan="2">Layout</th></tr>
<tr><td>Share of post-route cells with drive strength above 1</td><td>0.5600</td></tr>
<tr><td>Area Growth Syn to Fin</td><td>89.10%</td></tr>
<tr><td>Filler cell count</td><td>972</td></tr>
<tr><td>Post-route insts no fill</td><td>slightly above 400</td></tr>
<tr><th colspan="2">CTS</th></tr>
<tr><td>Number of buffers between clock root and the deepest sink</td><td>2</td></tr>
<tr><td>Root Driver</td><td>clkbuf_8</td></tr>
<tr><td>Clk Latency, worst-skew pair</td><td>0.25 ns</td></tr>
<tr><td>Number of clock buffers inserted by TritonCTS</td><td>3</td></tr>
<tr><td>Htree depth</td><td>1</td></tr>
<tr><td>CTS tree</td><td>built</td></tr>
<tr><td>Clock-pin transition on the worst setup and hold timing paths</td><td>0.07 ns</td></tr>
<tr><td>Number of hold buffers added after cts</td><td>0</td></tr>
<tr><td>Total clock sinks</td><td>18</td></tr>
<tr><th colspan="2">Floorplan</th></tr>
<tr><td>Die boundary width</td><td>~120 um</td></tr>
<tr><td>Core ar.</td><td>between 9000 and 10000 um2</td></tr>
<tr><td>Overall chip area</td><td>14160 um2</td></tr>
<tr><td>Ports</td><td>24</td></tr>
<tr><td>Die extent in y</td><td>119 um</td></tr>
<tr><td>Site row count</td><td>36</td></tr>
<tr><td>Initial Util</td><td>0.1572</td></tr>
<tr><th colspan="2">Power</th></tr>
<tr><td>Power density of the placed cells</td><td>about 630 nW/um2</td></tr>
<tr><td>Leakage Power</td><td>between 1 and 1.5 nW</td></tr>
<tr><td>Total power draw</td><td>1.792 mW</td></tr>
<tr><td>Peak ir drop on the vdd network</td><td>295.9 uV</td></tr>
<tr><th colspan="2">Worst setup path</th></tr>
<tr><td>Nature of the critical path endpoint</td><td>register</td></tr>
<tr><td>Required time worst endpoint</td><td>~1.6 ns</td></tr>
<tr><td>Highest fanout seen on the critical path</td><td>4</td></tr>
<tr><td>CP arrival</td><td>between 1.5 and 2 ns</td></tr>
<tr><td>Kind of launch point of the worst setup path</td><td>input pin</td></tr>
<tr><td>Setup Crit Path Kind</td><td>input pin to register</td></tr>
<tr><th colspan="2">Run</th></tr>
<tr><td>Log Warnings</td><td>36</td></tr>
<tr><td>Max-cap violation count</td><td>0</td></tr>
<tr><th colspan="2">Place</th></tr>
<tr><td>Detailed placement HPWL</td><td>between 3 and 4 mm</td></tr>
<tr><td>Placed cells</td><td>between 300 and 400</td></tr>
<tr><td>Port buffer count</td><td>23</td></tr>
<tr><td>Routability Congestion</td><td>0.8887</td></tr>
<tr><th colspan="2">GRT</th></tr>
<tr><td>Via count of the first global-routing pass</td><td>1710</td></tr>
<tr><td>Largest net degree at the start of global routing</td><td>19</td></tr>
<tr><td>First-pass GRT wire length</td><td>around 8.5 mm</td></tr>
<tr><td>Antenna violations before repair</td><td>0</td></tr>
<tr><td>Total GRT Usage</td><td>0.07065</td></tr>
<tr><td>Gr ovfl total</td><td>0</td></tr>
<tr><th colspan="2">Worst hold path</th></tr>
<tr><td>Classification of the worst-slack hold path</td><td>input pin to asynchronous set/reset pin</td></tr>
</table>
[metrics by stage]
| stage | area (um2) | TNS, ns | worst slack, ns | util |
|---|---|---|---|---|
| 2_1_floorplan | 1654 | -2.596 | -0.3302 | - |
| 3_5_place_dp | 2457 | -11.97 | -0.8363 | 0.2549 |
| 4_1_cts | 2749 | -0.1861 | -0.06119 | 0.2852 |
| 3_3_place_gp | 2457 | -11.84 | -0.8156 | 0.2549 |
| 5_1_grt | 2865 | -0.9931 | -0.1435 | 0.2972 |
| 6_report | 2865 | -0.2120 | -0.06218 | 0.2972 |
[cells in the mapped netlist (all sizes together), types with 2 or more instances]
cell | instances | area (um2)
a21oi | 8 | 40.04
o22ai | 2 | 12.51
a22oi | 5 | 42.54
and2 | 2 | 12.51
a211oi | 3 | 27.52
nor3b | 3 | 27.52
o21ai | 9 | 45.04
or2 | 3 | 18.77
inv | 13 | 48.80
nand3 | 5 | 25.02
a21o | 4 | 31.28
and3 | 4 | 26.28
ha | 12 | 150.1
nand2 | 15 | 56.30
dfrtp | 13 | 325.3
o211ai | 3 | 27.52
clkbuf | 3 | 11.26
or4 | 2 | 15.01
o32ai | 2 | 17.52
o2111ai | 3 | 26.28
a31o | 2 | 17.52
dfstp | 5 | 131.4
nor2 | 14 | 55.06
o31ai | 3 | 22.52
buf | 5 | 30.02
xnor2 | 6 | 52.55
or3 | 2 | 12.51
nor3 | 6 | 30.03
[layer usage]
layer,share of wire,GRT usage
met5,0,0
met3,0.047,0.01199
met1,0.44,0.09059
met4,0.0088,0.01069
met2,0.50,0.1238
[cells by family (layout without fill, tap and decap cells)]
logic type | Yosys count | after routing | synth area share
multiplexers | 1 | 1 | 0.006606
flip-flops | 18 | 18 | 0.3014
buffers and inverters | 21 | 120 | 0.05945
AND-OR/OR-AND | 56 | 56 | 0.2857
XOR/XNOR | 6 | 6 | 0.03468
AND/OR/NAND/NOR | 62 | 62 | 0.2131
adder cells (fa/ha/maj) | 12 | 12 | 0.09909
[worst max-delay path, cell delays in order]
cell     delay [ns]
buf_8          0.08
inv_6          0.03
ha_4           0.26
buf_4          0.12
a22oi_2        0.09
buf_4          0.16
buf_4          0.15
a31o_2         0.23
a22oi_1        0.15
nand3_1        0.10
[area by class of cell]
type                            instances  area, um2  share of cell area
Sequential cell                        18      456.7              0.1594
Inverter                               13      68.82             0.02402
Tap cell                              133      166.4             0.05808
Timing Repair Buffer                  103      879.6              0.3070
Multi-Input combinational cell        137       1239              0.4323
Clock buffer                            4      55.05             0.01921
[cell usage in the layout (no fill, tap or decap), types with 3 or more instances in the layout]
cell,count
a21o_1,3
a21oi_1,5
a21oi_2,3
a22oi_2,3
buf_2,4
buf_4,69
buf_6,9
buf_8,3
clkbuf_8,4
clkdlybuf4s50_1,11
dfrtp_1,13
dfstp_2,5
dlygate4sd2_1,4
ha_1,6
ha_4,5
inv_1,5
inv_4,4
nand2_1,13
nand3_1,5
nor2_1,7
nor2_2,4
nor2_4,3
nor3_1,6
o21ai_0,5
o21ai_2,3
xnor2_1,6
[power by group]
| part | internal, mW | switching (mW) | total (mW) |
|---|---|---|---|
| clock network | 0.233 | 0.161 | 0.395 |
| registers | 0.568 | 0.0174 | 0.585 |
| logic | 0.467 | 0.346 | 0.813 |
| total | 1.27 | 0.524 | 1.79 |
[repair_timing]
action	in CTS	in global routing
resized	71	24
endpoints found under the setup margin	19	15
buffers inserted	9	5
cloned	1	0
pin swaps	18	16
[registers in the layout (all words and copies together) (netlist names)]
name / count
derr12: 1
xerr: 1
zerr: 1
cerr: 1
derr78: 1
ebi: 8
K_out: 1
coding_err: 1
derr56: 1
derr34: 1
disparity: 1
[final timing paths]
kind / startpoint / end / slack (ns) / cells past startpoint
worst max-delay path: tbi[7] / cerr / -0.06 / 10
worst min-delay path: reset / cerr / 0.36 / 3
worst max register to register: disparity / derr78 / 0.49 / 3
worst min register to register: xerr / coding_err / 0.43 / 1
max in group asynchronous: reset / derr34 / 0.88 / 3
min in group clk0: tbi[8] / ebi[1] / 0.42 / 3
No activity file was given, so power comes from the tool's default toggle rates.
