==> /design/flow/design.v <==
`default_nettype none
module 
picoblaze_template
#(
parameter clk_freq_in_hz = 25000000
) (
			output logic [7:0]	phoneme_select,
       input logic clk,
      input logic[7:0] input_data,
        input interrupt
			     );
wire[9:0]  address;
wire[17:0]  instruction;
wire[7:0]  port_id;
wire[7:0]  out_port;
reg[7:0]  in_port;
wire  write_strobe;
wire  read_strobe;
wire  interrupt_ack;
wire  kcpsm3_reset;
reg        lcd_rw_control;
reg[7:0]   lcd_output_data;
pacoblaze3 led_8seg_kcpsm
(
                  .address(address),
               .instruction(instruction),
                   .port_id(port_id),
              .write_strobe(write_strobe),
                  .out_port(out_port),
               .read_strobe(read_strobe),
                   .in_port(in_port),
                 .interrupt(interrupt),
             .interrupt_ack(interrupt_ack),
                     .reset(kcpsm3_reset),
                       .clk(clk));
 wire [19:0] raw_instruction;
	pacoblaze_instruction_memory 
	pacoblaze_instruction_memory_inst(
     	.addr(address),
	    .outdata(raw_instruction)
	);
	always @ (posedge clk)
	begin
	      instruction <= raw_instruction[17:0];
	end
    assign kcpsm3_reset = 0;                       
 always @ (posedge clk)
 begin
    case (port_id[7:0])
        8'h0:    in_port <= input_data;
        default: in_port <= 8'bx;
    endcase
end
  always @ (posedge clk)
  begin
        if (write_strobe & port_id[7])   
          phoneme_select <= out_port;
  end
endmodule
module Clock_divider(
    input logic clock_in,
    input logic reset,
    input logic [31:0] DIVISOR, 
    output logic clock_out
    );
logic [31:0] counter=32'd0;
always_ff @(posedge clock_in)
begin
 counter <= counter + 32'd1;
 if (reset)begin
     counter<= 32'd0;
     clock_out<= 1'b0;
 end
 else if(counter>=(DIVISOR-1))
 counter <= 32'd0;
clock_out <= (counter<DIVISOR/2)?1'b1:1'b0;
end
endmodule
==> /design/flow/run.sh <==
#!/bin/bash
# OpenROAD 26Q1-2900-gdf79404cd8, Yosys 0.63+post, stock flow scripts
make -C /OpenROAD-flow-scripts/flow DESIGN_CONFIG=/design/flow/config.mk WORK_HOME=/design/flow/orfs finish
==> /design/flow/config.mk <==
export PLATFORM = sky130hd
export DESIGN_NAME = Clock_divider
export DESIGN_NICKNAME = Clock_divider
export VERILOG_FILES = /design/flow/design.v
export SDC_FILE = /design/flow/constraint.sdc
export NUM_CORES = 4
export LEC_CHECK = 1
export CORE_UTILIZATION = 40
==> /design/flow/constraint.sdc <==
current_design Clock_divider

set clk_period 12.4
set clk_io_pct 0.2

create_clock -name clk0 -period $clk_period [get_ports {clock_in}]

set non_clock_inputs [all_inputs -no_clocks]
set_input_delay [expr $clk_period * $clk_io_pct] -clock clk0 $non_clock_inputs
set_output_delay [expr $clk_period * $clk_io_pct] -clock clk0 [all_outputs]
==> results.yml <==
# physical design summary
status:
  status: "completed"
synthesis:
  synth_chip_area_um2: 3760
  edf_count: 0
  yosysWarnings: 1
  synth_seq_share: 0.176
  yosysTopAreaCell: "ha_1"
  synth_cells: 423
  yosys_cells: 423
  synth.top_cell.area_share: 0.213
  async_flop_share: 0
  numSynthFlops: 33
  syn_area_um2: 3760
  top_cells_by_area: "ha_1 (21%), dfxtp_1 (18%), nor4_2 (11%)"
  synth_area_per_cell_um2: 8.89
  synth_cell_types: 51
  ff_type: "dfxtp_1"
final_timing:
  setup_ws_ns: 5.97
  setup_viol: 0
  finalHoldViolCount: 0
  max_freq_ghz: 0.156
  min_period_ns: 6.43
  fin_setup_tns_ns: 0
  worstMarginPinSlew_ns: 0.895
  fin_skew_ns: 0.00785
  rsz0062_at_grt: "no"
  fin_hold_ws_ns: 0.533
  slew_headroom: 0.398
  period_used_share: 0.519
  final_max_slew_viol_count: 0
final_layout:
  logic_area_um2: 2900
  drive_gt1_frac: 0.129
  layout_top_cell: "ha_1"
  layout_top_cells: "ha_1 (64), xnor2_1 (37), inv_1 (35), clkdlybuf4s50_1 (34), dfxtp_1 (33)"
  fin_area_um2: 4320
  seqCellArea_um2: 661
  fillers: 860
  syn2layout_area_growth_pct: 15.0
grt:
  antenna_found_initial: 0
  grt_pass1_wl_um: 14000
  overflow: 0
  grt_max_degree: 33
  groute.usage.overall: 0.180
  grt_pass1_vias: 2890
critical_path:
  worstPathArrival_ns: 6.58
  critPathMaxFanout: 32
  crit_path_end_kind: "flip-flop"
  worstSetupPathType: "primary input to flip-flop"
  cp_data_required_time_ns: 12.55
  setup.worst_path.start_class: "primary input"
clock_tree:
  clock-root-buffer: "clkbuf_8"
  cts_sinks: 33
  cts_hold_buffers: 0
  cts_tree: "done"
  cts_resized: 0
  clk_pin_slew_ns: 0.06
  cts_buffer_depth: 2
  clkLatencyLatePin_ns: 0.29
  postCtsSetupBuffers: 0
  htree_levels: 2
  numCtsBuffers: 5
pwr:
  vdd_ir_drop_max_mv: 0.0465
  powerDensity_nw_per_um2: 60.3
  p_leak_nw: 1.75
drt:
  vias_per_cell: 5.45
  vias: 3105
  firstDrtPassIters: 4
  routed_wl_um: 8330
  diodes: 0
  drc_errors: 0
  drtIter0Drc: 134
  wl_per_cell_um: 14.6
  antenna_left: 0
floorplan:
  die_w_um: 98.9
  fp.dieH_um: 98.9
  rows: 35
  io_pins: 35
  fp_util: 0.411
  coreArea_um2: 9150
  chipArea_um2: 9790
placement:
  dp_hpwl_um: 6730
  postPlaceCellArea_um2: 4210
  pre_cts_ws_ns: 5.65
  routabilityCongestion: 0.929
  portBuffers: 34
run:
  cap_viol_max_count: 0
  warning_count: 25
worst_hold_path:
  hp-class: "flip-flop to flip-flop"
## cell families (layout without fill, tap and decap cells)
kind of cell	count (synthesis)	in the layout	synth area share
AND/OR/NAND/NOR	170	170	0.327
adder cells (fa/ha/maj)	64	64	0.213
XOR/XNOR	59	59	0.137
AND-OR/OR-AND	51	51	0.0929
buffers and inverters	46	82	0.0536
flip-flops	33	33	0.176
## Yosys cell counts, types with 2 or more instances
cell      count
ha_1         64
xnor2_1      37
inv_1        35
dfxtp_1      33
nor4_2       32
nand3_1      25
nand2_1      23
xor2_1       22
nor2_1       18
nand4_1      17
a21oi_1      14
nor3_1        9
nor4_1        9
a211oi_1      7
and3_1        7
o21ai_0       6
a21o_1        5
and2_1        5
buf_2         5
and4_1        4
o21a_1        4
buf_6         3
clkbuf_1      3
nor3_2        3
o211ai_1      3
a31oi_1       2
nor2b_1       2
nor4_4        2
or4_4         2
## worst max-delay path, stage by stage
cell	delay [ns]
clkdlybuf4s50_1	0.44
inv_1	0.10
ha_1	0.20
or4b_1	0.58
nor4_4	0.35
and3_4	0.31
nand2_1	0.07
xnor2_1	0.14
ha_1	0.31
nand4_1	0.15
nor4_1	0.44
and4_1	0.29
o311a_2	0.17
buf_4	0.43
nor4b_1	0.10
## power breakdown
group	internal (W)	switching (W)	total, W
registers	0.000107	0.00000126	0.000108
logic	0.0000249	0.0000243	0.0000492
clock network	0.0000655	0.0000379	0.000103
total	0.000197	0.0000634	0.000261
## path summary, 6_finish.rpt
kind                               from                    end  slack, ns  cells past startpoint
setup / recovery             DIVISOR[0]  counter[1]$_SDFF_PP0_       5.97                     15
hold / removal    counter[0]$_SDFF_PP0_  counter[0]$_SDFF_PP0_       0.53                      1
setup reg to reg  counter[0]$_SDFF_PP0_  counter[1]$_SDFF_PP0_       9.86                      8
hold reg to reg   counter[0]$_SDFF_PP0_  counter[0]$_SDFF_PP0_       0.53                      1
## cell type report
cell class,instances,share of cell area
repair buffers,39,0.0874
well taps,111,0.0321
inverters,35,0.0304
flip-flops and latches,33,0.153
multi-input cells,344,0.670
clock inverters,1,0.00694
clock buffers,7,0.0200
## stage by stage
stage          cells  power, W  utilization
4_1_cts          570  0.000264        0.472
5_1_grt          570  0.000275        0.472
2_1_floorplan    423  0.000138            -
3_5_place_dp     562  0.000160        0.460
6_report         570  0.000261        0.472
3_3_place_gp     562  0.000159        0.460
## per-layer routing
layer | share of wire | GRT usage | vias to the layer above
li1 | - | - | 1638
met1 | 0.50 | 0.276 | 1410
met2 | 0.44 | 0.286 | 52
met3 | 0.048 | 0.0253 | 5
met4 | 0.0060 | 0.0103 | 0
met5 | 0 | 0 | -
## registers in the layout, summed over array words and instances, names as in the netlist
signal,cells
clock_out,1
counter,32
No activity file was given, so power comes from the tool's default toggle rates.
