==> flow/design.v <==
`default_nettype none
module 
picoblaze_template
#(
parameter clk_freq_in_hz = 25000000
) (
			output logic [7:0]	phoneme_select,
       input logic clk,
      input logic[7:0] input_data,
        input interrupt
			     );
wire[9:0]  address;
wire[17:0]  instruction;
wire[7:0]  port_id;
wire[7:0]  out_port;
reg[7:0]  in_port;
wire  write_strobe;
wire  read_strobe;
wire  interrupt_ack;
wire  kcpsm3_reset;
reg        lcd_rw_control;
reg[7:0]   lcd_output_data;
pacoblaze3 led_8seg_kcpsm
(
                  .address(address),
               .instruction(instruction),
                   .port_id(port_id),
              .write_strobe(write_strobe),
                  .out_port(out_port),
               .read_strobe(read_strobe),
                   .in_port(in_port),
                 .interrupt(interrupt),
             .interrupt_ack(interrupt_ack),
                     .reset(kcpsm3_reset),
                       .clk(clk));
 wire [19:0] raw_instruction;
	pacoblaze_instruction_memory 
	pacoblaze_instruction_memory_inst(
     	.addr(address),
	    .outdata(raw_instruction)
	);
	always @ (posedge clk)
	begin
	      instruction <= raw_instruction[17:0];
	end
    assign kcpsm3_reset = 0;                       
 always @ (posedge clk)
 begin
    case (port_id[7:0])
        8'h0:    in_port <= input_data;
        default: in_port <= 8'bx;
    endcase
end
  always @ (posedge clk)
  begin
        if (write_strobe & port_id[7])   
          phoneme_select <= out_port;
  end
endmodule
module encoder_8b10b (
   input reset,
   input SBYTECLK,
   input K,
   input [7:0] ebi,
   output [9:0] tbi,
   output reg disparity
   );
   wire   L40, L04, L13, L31, L22, AeqB, CeqD;
   wire   PD_1S6, NDOS6, PDOS6, ND_1S6;
   wire   ND_1S4, PD_1S4, NDOS4, PDOS4;
   wire   illegalk, DISPARITY6;
   reg    COMPLS6, COMPLS4;
   wire   NAO, NBO, NCO, NDO, NEO, NIO;
   wire   NFO, NGO, NHO, NJO;
   wire   A,B,C,D,E,F,G,H;      
   assign {H,G,F,E,D,C,B,A} = ebi[7:0];
   reg 	  a,b,c,d,e,i,f,g,h,j; 
   assign tbi[9:0] = {a,b,c,d,e,i,f,g,h,j};
   wire [9:0] tst;
   assign tst[9:0] = {NAO,NBO,NCO,NDO,NEO,NIO,NFO,NGO,NHO,NJO};
   always @(posedge SBYTECLK, posedge reset)
     if (reset) 
       begin
	  disparity <= 1'b0; {a,b,c,d,e,i,f,g,h,j} <= 10'b0; 
       end 
     else begin
	disparity <= (PDOS4 | NDOS4) ^ DISPARITY6;
	{a,b,c,d,e,i,f,g,h,j} <= { NAO^COMPLS6, NBO^COMPLS6, NCO^COMPLS6, 
				   NDO^COMPLS6, NEO^COMPLS6, NIO^COMPLS6,
				   NFO^COMPLS4, NGO^COMPLS4, 
				   NHO^COMPLS4, NJO^COMPLS4 };	
     end  
   assign AeqB = (A & B) | (!A & !B);
   assign CeqD = (C & D) | (!C & !D);
   assign L40 =  A & B & C & D ;
   assign L04 = !A & !B & !C & !D;
   assign L13 = (!AeqB & !C & !D) | (!CeqD & !A & !B);
   assign L31 = (!AeqB &  C &  D) | (!CeqD &  A &  B);
   assign L22 = (A & B & !C & !D) | (C & D & !A & !B) | ( !AeqB & !CeqD) ;
   assign PD_1S6 = (E & D & !C & !B & !A) | (!E & !L22 & !L31) ;
   assign NDOS6  = PD_1S6 ;
   assign PDOS6  = K | (E & !L22 & !L13) ;
   assign ND_1S6 = K | (E & !L22 & !L13) | (!E & !D & C & B & A) ;
   assign ND_1S4 = F & G ;
   assign NDOS4  = (!F & !G) ;
   assign PD_1S4 = (!F & !G) | (K & ((F & !G) | (!F & G)));
   assign PDOS4  = F & G & H ;
   assign illegalk = K & (A | B | !C | !D | !E) & (!F | !G | !H | !E | !L31); 
   assign DISPARITY6 = disparity ^ (NDOS6 | PDOS6) ;
   always @(posedge SBYTECLK, posedge reset)
     if(reset) begin
       COMPLS4 <= 0;
       COMPLS6 <= 0;
       end
     else begin
       COMPLS4 <= (PD_1S4 & !DISPARITY6) | (ND_1S4 & DISPARITY6);
       COMPLS6 <= (PD_1S6 & !disparity) | (ND_1S6 & disparity);
       end
   reg tNAO, tNBOx, tNBOy, tNCOx, tNCOy, tNDO , tNEOx, tNEOy, tNIOw, tNIOx, tNIOy, tNIOz;
   always @(posedge SBYTECLK, posedge reset)
     if(reset) begin
       tNAO  <= 0;
       tNBOx <= 0;
       tNBOy <= 0;
       tNCOx <= 0;
       tNCOy <= 0;
       tNDO  <= 0;
       tNEOx <= 0;
       tNEOy <= 0;
       tNIOw <= 0;
       tNIOx <= 0;
       tNIOy <= 0;
       tNIOz <= 0;
       end
     else begin
       tNAO  <= A ;
       tNBOx <= B & !L40;
       tNBOy <= L04 ;
       tNCOx <= L04 | C ;
       tNCOy <= E & D & !C & !B & !A ;
       tNDO  <= D & ! (A & B & C) ;
       tNEOx <= E | L13;
       tNEOy <= !(E & D & !C & !B & !A) ;
       tNIOw <= (L22 & !E) | (E & L40) ;
       tNIOx <= E & !D & !C & !(A & B) ;
       tNIOy <= K & E & D & C & !B & !A ;
       tNIOz <= E & !D & C & !B & !A ;
       end
   assign NAO = tNAO ;
   assign NBO = tNBOx | tNBOy ;
   assign NCO = tNCOx | tNCOy ;
   assign NDO = tNDO ;
   assign NEO = tNEOx & tNEOy ;
   assign NIO = tNIOw | tNIOx | tNIOy | tNIOz;
   reg alt7, tNFO, tNGO, tNHO, tNJO;
   always @(posedge SBYTECLK, posedge reset)
     if(reset) begin
       alt7 <= 0;
       tNFO <= 0;
       tNGO <= 0;
       tNHO <= 0;
       tNJO <= 0;
       end
     else begin
       alt7 <= F & G & H & (K | (disparity ? (!E & D & L31) : (E & !D & L13))) ;
       tNFO <= F;
       tNGO <= G | (!F & !G & !H) ;
       tNHO <= H ;
       tNJO <= !H & (G ^ F) ;
       end
   assign NFO = tNFO & !alt7 ;
   assign NGO = tNGO ;
   assign NHO = tNHO ;
   assign NJO = tNJO | alt7 ;
endmodule
==> flow/run.sh <==
#!/bin/bash
# OpenROAD 26Q1-2900-gdf79404cd8, Yosys 0.63+post, stock flow scripts
make -C /OpenROAD-flow-scripts/flow DESIGN_CONFIG=/design/flow/config.mk WORK_HOME=/design/flow/orfs finish
==> flow/config.mk <==
export PLATFORM = sky130hd
export DESIGN_NAME = encoder_8b10b
export DESIGN_NICKNAME = encoder_8b10b
export VERILOG_FILES = /design/flow/design.v
export SDC_FILE = /design/flow/constraint.sdc
export NUM_CORES = 4
export LEC_CHECK = 1
export CORE_AREA = 10 10 98 98
export DIE_AREA = 0 0 108 108
==> flow/constraint.sdc <==
current_design encoder_8b10b

set clk_period 2.0
set clk_io_pct 0.2

create_clock -name clk0 -period $clk_period [get_ports {SBYTECLK}]

set non_clock_inputs [all_inputs -no_clocks]
set_input_delay [expr $clk_period * $clk_io_pct] -clock clk0 $non_clock_inputs
set_output_delay [expr $clk_period * $clk_io_pct] -clock clk0 [all_outputs]
==> reports/metrics.yaml <==
r2r_start: "disparity"
mux_share_pct: 0.7380
placementRows: 32
ys_seq_share_pct: 55.35
ys.flop_type: "dfrtp_1"
syn_avg_cell_area_sq_um: 11.69
worstHoldStart: "tNDO"
rr_endpoint: "alt7"
grt_max_degree: 31
final_util_pct: 24.54
cts_buffers: 5
p_switching_mw: 0.4210
yosysTopAreaCell: "dfrtp_1"
yosys-top-cells-count: "30 x dfrtp_1, 10 x buf_4, 8 x inv_1"
ys_area_sq_um: 1356
hold_buffers: 0
area_leaders: "dfrtp_1 55%, buf_4 5.5%, ha_1 4.6%"
logic_family: "simple AND/OR/NAND/NOR gates"
top_area_share_pct: 55.35
ys_sh_simple_pct: 14.76
clk_pin_slew_ps: 60
report.final.slew_viol_count: 0
peakVddDrop_uv: 219.9
setup_slack_ps: 178.7
start_kind: "primary input"
grt_pass1_wl_um: 4022
ff2ff_path_depth: 3
path_class: "primary input to register"
rsz0062_at_grt: "no"
r2r_setup_slack_ps: 910
relSlewSlack_pct: 76.49
place_hpwl_um: 1853
worst_pin_slew_ps: 352.6
syn_to_final_growth_pct: 38.38
min_to: "d"
core_area_sq_um: 7647
drt-initial-drc-count: 41
cts_tree: "done"
required_ps: 2150
whs_ps: 426.0
arrival_ps: 1970
p_comb_share_pct: 26.6
synthArstFlopShare_pct: 100.0
cts_num_sinks: 30
total_leakage_power_nw: 0.8623
dp_cells: 244
grt_pass1_vias: 896
gp_congestion: 0.8214
synthCells: 116
min_path_type: "register to register"
ys_types: 36
die_width_um: 108
p_sw_share_pct: 23.45
edf_count: 0
avgViaCountPerCell: 3.486
drtAntennaViolNets: 0
grt_remaining_overflow: 0
chipArea_sq_um: 11660
ys_cells: 116
io_pins: 22
powerDensity_nw_per_um2: 956.5
synth_area_sq_um: 1356
htreeDepth: 2
ctsLongestPathBuffers: 2
clockPowerShare_pct: 26.7
fin_skew_ps: 5.750
stdcell_count: 255
status: "complete, no violations"
grt_use_total_pct: 4.232
vias: 889
fp_util_pct: 17.74
tool_warnings: 27
synth_warnings: 1
worstSkewPairLatency_ps: 270
setup_violations: 0
drt_pass1_iterations: 6
antenna_found_initial: 2
numPortBuffers: 21
timing.fmax_mhz: 549.1
post_drt_wl_per_cell_um: 9.267
dp_slack_ps: -366.4
min_period_ps: 1821
synth.most_common_cell: "dfrtp_1"
clockRootBuffer: "clkbuf_8"
fin_crit_sh_pct: 91.06
drive_gt1_share_pct: 25.17
power.internal_mw: 1.374
ys_sh_aoi_pct: 6.458
endpoint_kind: "register"
whs_path_depth: 1
ys_seq_elements: 30
drc: 0
synthAdderAreaFrac_pct: 4.613
final-hold-violation-count: 0
seqPwrFrac_pct: 46.6
xor_share_pct: 8.118
path_max_fanout: 5
maxCapViolations: 0
fp.dieH_um: 108
wirelength_um: 2363
==> cells by family after synthesis <==
logic type / count (synthesis)
simple gates: 35
flops: 30
buf+inv: 22
compound gates: 12
xor+xnor: 11
fa+ha+maj: 5
mux: 1
==> how the worst max path moves through the flow <==
stage          endpoint  startpoint  cells past startpoint
global route  disparity      ebi[0]                      8
finish        disparity      ebi[0]                      8
CTS           disparity      ebi[1]                      8
==> repair_timing <==
action / CTS / global route
endpoints found under the hold margin: 0 / 0
buffers inserted: 0 / 1
resized: 5 / 5
setup endpoints to repair: 3 / 3
pin swaps: 1 / 2
==> layout by cell type (no fill, tap or decap), types with 2 or more instances in the layout <==
| cell | netlist | layout |
|---|---|---|
| dfrtp_1 | 30 | 30 |
| buf_4 | 10 | 20 |
| o311a_1 | 2 | 2 |
| clkbuf_8 | 0 | 6 |
| nand2b_1 | 2 | 2 |
| dlymetal6s2s_1 | 0 | 3 |
| inv_2 | 0 | 2 |
| inv_1 | 8 | 6 |
| a21oi_1 | 3 | 3 |
| ha_4 | 0 | 2 |
| nor2_1 | 6 | 6 |
| ha_1 | 5 | 3 |
| nor4b_1 | 2 | 2 |
| nand4_1 | 2 | 2 |
| xnor2_1 | 6 | 6 |
| clkdlybuf4s50_1 | 0 | 17 |
| nand3_1 | 5 | 5 |
| diode_2 | 0 | 2 |
| xor2_1 | 4 | 4 |
| nand2_1 | 7 | 7 |
==> worst max-delay path, stage by stage <==
cell and delay (ps):
dlygate4sd2_1 250, buf_4 150, ha_1 210, a222oi_1 300, buf_4 190, a31oi_2 110
nand2_2 90, xnor3_1 280
==> power by group through the flow <==
| stage | combinational [mW] | clock, mW | sequential [mW] |
|---|---|---|---|
| global route | 0.546 | 0.528 | 0.858 |
| finish | 0.478 | 0.480 | 0.837 |
| CTS | 0.487 | 0.498 | 0.843 |
==> per-stage QoR <==
stage	cell area (sq um)	TNS (ps)	total power, mW
final	1877	0	1.795
after global routing	1874	0	1.932
after CTS	1841	0	1.828
after detailed placement	1732	-1194	1.336
after global placement	1732	-1182	1.329
after floorplan	1356	0	1.149
==> layout make-up <==
| type | instances | area, sq um |
|---|---|---|
| sequential | 30 | 750.7 |
| fill | 784 | 5771 |
| clock inverter | 1 | 5.005 |
| clock buffer | 7 | 86.33 |
| tap | 102 | 127.6 |
| inverter | 8 | 30.03 |
| antenna | 2 | 5.005 |
| timing repair buffer | 41 | 366.6 |
| multi-input combinational | 64 | 505.5 |
==> layer usage <==
layer / wire [um] / GRT usage (%) / share of wire [%]
met5: 0 / 0 / 0
met4: 73 / 1.050 / 3.1
met3: 283 / 2.349 / 12
met2: 1141 / 6.940 / 48
met1: 865 / 4.679 / 37
No activity file was given, so power comes from the tool's default toggle rates.
